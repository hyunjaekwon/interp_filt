`/design/flow/design.v`:
```
module add_sat #(
    parameter DATA_WIDTH = 6,
    parameter NUM_TAPS   = 2
)(
    input  signed [DATA_WIDTH-1:0] in [NUM_TAPS-1:0],
    output signed [DATA_WIDTH-1:0] out
);
localparam PAD_WIDTH = $clog2(NUM_TAPS);
logic signed [PAD_WIDTH+DATA_WIDTH-1:0] sum;
logic signed [DATA_WIDTH-1:0] sum_sat;
always @(*) begin
	sum = '0;
	for (integer i=0; i<NUM_TAPS; i+=1) begin
		sum += in[i];
	end  
end  
always @(*) begin
	if      (sum >= $signed(  'b1 << (DATA_WIDTH-1)))  sum_sat = $signed(~('b1 << (DATA_WIDTH-1)));
	else if (sum <  $signed(-('b1 << (DATA_WIDTH-1)))) sum_sat = $signed(  'b1 << (DATA_WIDTH-1) );
	else                                               sum_sat = $signed(sum[DATA_WIDTH-1:0]);
end  
assign out = sum_sat;
endmodule
module fir_tbn #(
    parameter DATA_WIDTH      = 5,
    parameter TAP_COEFF_WIDTH = 5,
    parameter NUM_TAPS        = 50
)(
    input                               clk,
    input                               rst,
    input  signed [DATA_WIDTH-1:0]      in,
    output signed [DATA_WIDTH-1:0]      out,
    input  signed [TAP_COEFF_WIDTH-1:0] tap_coeffs [NUM_TAPS-1:0]
);
logic signed [DATA_WIDTH-1:0] in_flopped   [NUM_TAPS-1:0];
logic signed [DATA_WIDTH-1:0] part_flopped [NUM_TAPS-1:0];  
logic signed [DATA_WIDTH-1:0] mult_out     [NUM_TAPS-1:0];
logic signed [DATA_WIDTH-1:0] add_sat_out  [NUM_TAPS-2:0];
logic signed [TAP_COEFF_WIDTH-1:0] tap_coeffs_flopped [NUM_TAPS-1:0];
always @ (posedge clk or posedge rst) begin
    if (rst) begin
        for (integer i=0; i<NUM_TAPS; i+=1) begin
            tap_coeffs_flopped[i] <= '0;
            part_flopped[i]       <= '0;
            in_flopped[i]         <= '0;
        end  
    end  
    else begin
        in_flopped[NUM_TAPS-1]         <= in;
        tap_coeffs_flopped[NUM_TAPS-1] <= tap_coeffs[NUM_TAPS-1];
        part_flopped[NUM_TAPS-1]       <= mult_out[NUM_TAPS-1];
        for (integer i=0; i<NUM_TAPS-1; i+=1) begin
            tap_coeffs_flopped[i] <= tap_coeffs[i];
            part_flopped[i]       <= add_sat_out[i];
            in_flopped[i]         <= in;
        end  
    end  
end  
assign out = part_flopped[0];
genvar i;
for (i=0; i<NUM_TAPS; i=i+1) begin: mult
    mult #(
        .DATA_WIDTH(DATA_WIDTH),
        .TAP_COEFF_WIDTH(TAP_COEFF_WIDTH)
    ) mult (
        .in(in_flopped[i]),
        .out(mult_out[i]),
        .tap_coeff(tap_coeffs_flopped[i])
    );
end  
for (i=0; i<NUM_TAPS-1; i=i+1) begin: add_sat
    logic signed [DATA_WIDTH-1:0] adder_in [1:0];
    assign adder_in[1] = mult_out[i];
    assign adder_in[0] = part_flopped[i+1];
    add_sat #(
        .DATA_WIDTH(DATA_WIDTH),
        .NUM_TAPS(2)
    ) add_sat (
        .in(adder_in),
        .out(add_sat_out[i])
    );
end  
endmodule
module mult #(
    parameter DATA_WIDTH      = 6,
    parameter TAP_COEFF_WIDTH = 6
)(
    input  signed [DATA_WIDTH-1:0]      in,
    output signed [DATA_WIDTH-1:0]      out,
    input  signed [TAP_COEFF_WIDTH-1:0] tap_coeff
);
logic signed [TAP_COEFF_WIDTH + DATA_WIDTH - 2 : 0] mult_out;  
assign mult_out = ($signed(in) * $signed(tap_coeff));
assign out = $signed(mult_out[TAP_COEFF_WIDTH + DATA_WIDTH - 2 : TAP_COEFF_WIDTH - 1]);
endmodule
```
`/design/flow/run.sh`:
```
#!/bin/bash
# OpenROAD 26Q1-2900-gdf79404cd8, Yosys 0.63+post, stock flow scripts
make -C /OpenROAD-flow-scripts/flow DESIGN_CONFIG=/design/flow/config.mk WORK_HOME=/design/flow/orfs finish
```
`/design/flow/config.mk`:
```
export PLATFORM = sky130hd
export DESIGN_NAME = fir_tbn
export DESIGN_NICKNAME = fir_tbn
export VERILOG_FILES = /design/flow/design.v
export SDC_FILE = /design/flow/constraint.sdc
export NUM_CORES = 4
export LEC_CHECK = 1
export CORE_UTILIZATION = 30
export SYNTH_HDL_FRONTEND = slang
```
`/design/flow/constraint.sdc`:
```
current_design fir_tbn

set clk_period 11.3
set clk_io_pct 0.2

create_clock -name clk0 -period $clk_period [get_ports {clk}]

set non_clock_inputs [all_inputs -no_clocks]
set_input_delay [expr $clk_period * $clk_io_pct] -clock clk0 $non_clock_inputs
set_output_delay [expr $clk_period * $clk_io_pct] -clock clk0 [all_outputs]
```
==> run summary <==
status: finished, final reports clean
CTS Root Cell: clkbuf_16
io pins: 262
Synth Cell Area: 62400 sq um
overall global routing resource usage: 13.9%
core area: 207000 sq um
die footprint: 210000 sq um
biggest area cells: fa_1 26%, dfrtp_1 20%, ha_1 15%
worst vdd ir: 0.141 mV
XOR/XNOR share of the synthesized area: 8.39%
filler cell count: 20300
Max stage delay cell, worst path: dfrtp_4
number of synthesized register bits: 505
Avg Inst Size Synth: 9.84 sq um
first-pass GRT wire length: 225000 um
DP HPWL: 104000 um
part of the Yosys area used for sequential elements: 20.3%
clock buffer depth: 3
HP Class: reg2reg
most frequent logic cells in the routed design: 1196 x inv_1, 799 x fa_1, 745 x ha_1
CTS buffer count: 72
Top logic family: adder cells
port buffer count: 261
Tot Pwr: 16.6 mW
clock-pin slew on the worst setup and hold paths: 0.06 ns
Final period util: 57.5%
Worst Path Required: 11.83 ns
sw power: 7.39 mW
Mapped Cells: 6341
P_int: 9.17 mW
Reg power frac: 17.1%
Skew-Pair Late Insertion Delay: 0.70 ns
Num Clock Sinks: 505
dominant logic cell type in the layout: inv_1
synth warn: 0
# DRC: 0
maxcap violations: 0
CTS tree: yes
Critical Path AT: 7.03 ns
fin area: 70700 sq um
Min Clock Period, post-route: 6.50 ns
via count: 41300
initial antenna violation count: 23
post-synthesis adder-cell area fraction: 40.6%
yosys cell count: 6341
# setup viols final: 0
Remaining Overflow, GRT: 0
average wire per standard cell: 14.2 um
CP cell instances: buf_4 -> buf_4 -> buf_4 -> nor2b_1 -> fa_1 -> inv_1 -> fa_1 -> inv_1 -> fa_1 -> ha_1 -> nand4_1 -> o21ai_0 -> a21o_1 -> a21oi_1 -> xnor2_1 -> ha_1 -> or3_1 -> a22oi_1 -> o21ai_0
TNS Setup: 0 ns
Layout area overhead: 13.4%
Initial DRT Pass Iterations: 5
critical path's largest stage delay: 0.83 ns
Distinct lib cells used: 30
Max-area cell share: 25.6%
H-tree depth: 3
Peak Freq: 154 MHz
Gate power share: 67.8%
CP max FO: 53
Crit Path Class: reg2reg
mux share: 0%
hold buffers post-CTS: 0
Initial Utilization: 30.2%
Post-Place Cell Area: 68100 sq um
cell taking the most area after synthesis: fa_1
Worst Setup Start Kind: flip-flop
Die X-Extent: 458 um
post-synthesis simple-gate area fraction: 14.3%
1st-iter DRT viols: 1475
RSZ-0062 raised after global routing: false
P_leak: 34.3 nW
Worst Skew: 0.0418 ns
slew of the pin with the lowest slew margin: 0.920 ns
fin. max-slew vios: 0
chip height: 458 um
Hold Violations, Final: 0
Post-CTS Resized: 0
vias in the first global route: 44100
routability cong.: 0.865
post-CTS setup buffer count: 0
row count: 167
slew margin rel.: 38.7%
Routed Antenna Nets: 0
Via-to-Cell Ratio: 4.42
share of cells above drive strength 1: 3.18%
Crit. End Element: flip-flop
Tool Warnings: 25
Net Sw Frac: 44.6%
pwr dens: 234 nW/um^2
yosys synthesis chip area: 62400 sq um
clock network fraction of total power: 15.2%
ao+oa area frac: 8.37%
routed wire length: 132000 um
largest net degree at the start of global routing: 61
[worst max-delay path, delay by kind of cell, from the launching register on]
family	cells	cell delay [ns]
compound gates	5	1.01
xor+xnor	1	0.13
fa+ha+maj	5	2.22
buf+inv	5	1.44
flops	1	0.83
simple gates	3	0.65
[cell usage after synthesis]
| cell | instances |
|---|---|
| a21o_1 | 179 |
| a21oi_1 | 288 |
| a21oi_2 | 28 |
| a22oi_1 | 49 |
| a41o_1 | 30 |
| and2_1 | 744 |
| and4_1 | 30 |
| buf_1 | 2 |
| buf_2 | 9 |
| buf_6 | 4 |
| clkbuf_1 | 126 |
| dfrtp_1 | 505 |
| fa_1 | 799 |
| ha_1 | 745 |
| inv_1 | 1197 |
| nand2_1 | 237 |
| nand2b_1 | 102 |
| nand4_1 | 88 |
| nand4b_1 | 1 |
| nor2_1 | 28 |
| nor2b_1 | 196 |
| nor3b_1 | 21 |
| o211ai_1 | 28 |
| o21a_1 | 49 |
| o21ai_0 | 188 |
| o21ai_1 | 1 |
| or2_2 | 20 |
| or3_1 | 49 |
| xnor2_1 | 499 |
| xor2_1 | 99 |
[cell families (layout without fill, tap and decap cells)]
group / after synthesis / count (layout)
other cells: 0 / 6
compound gates: 840 / 840
flops: 505 / 505
simple gates: 1516 / 1516
xor+xnor: 598 / 598
buf+inv: 1338 / 1624
fa+ha+maj: 1544 / 1544
[registers in the layout, summed over array words and instances (netlist names)]
name                cells
tap_coeffs_flopped    250
add_sat.adder_in      245
in_flopped              5
out                     5
[final cells by class]
type / instances / area, sq um / area share (%)
antenna: 6 / 15.0 / 0.0212
clock buffer: 93 / 2000 / 2.83
clock inverter: 36 / 594 / 0.840
inverter: 1197 / 4500 / 6.36
multi-input combinational: 4498 / 44700 / 63.2
sequential: 505 / 12700 / 17.9
tap: 2704 / 3380 / 4.78
timing repair buffer: 298 / 2890 / 4.09
[power groups by stage]
| stage | combinational [mW] | sequential (mW) | clock, mW |
|---|---|---|---|
| after CTS | 11.4 | 2.85 | 2.63 |
| after global routing | 13.1 | 2.89 | 2.69 |
| final | 11.2 | 2.83 | 2.51 |
[stage by stage]
stage          utilization (%)  instances  hold slack (ns)  setup slack [ns]
2_1_floorplan                -       6341            0.600              2.19
3_3_place_gp              32.9       9202            0.652              4.81
3_5_place_dp              32.9       9202            0.645              4.69
4_1_cts                   34.2       9331            0.658              4.65
5_1_grt                   34.2       9336            0.695              4.12
6_report                  34.2       9337            0.648              4.80
[layer usage]
layer | vias up | global-route usage [%] | routed length, um
li1 | 20400 | - | -
met1 | 20200 | 18.5 | 57000
met2 | 508 | 23.7 | 66600
met3 | 158 | 2.58 | 5450
met4 | 4 | 2.99 | 3440
met5 | - | 0 | 18
[worst paths after layout]
path	from	end	slack, ns	cells past startpoint
setup / recovery	in_flopped[246]	out[0]	4.80	19
hold / removal	add_sat[36].adder_in[0]	add_sat[35].adder_in[0]	0.65	3
setup reg to reg	in_flopped[246]	out[0]	4.80	19
hold reg to reg	add_sat[36].adder_in[0]	add_sat[35].adder_in[0]	0.65	3
max in group asynchronous	rst	add_sat[23].adder_in[1]	6.74	5
min in group asynchronous	rst	tap_coeffs_flopped[219]	2.09	2
Power figures rest on the tool's default switching activity, not on a simulated workload.
