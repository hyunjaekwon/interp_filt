==> ./design.v <==
module add_sat #(
    parameter DATA_WIDTH = 6,
    parameter NUM_TAPS   = 2
)(
    input  signed [DATA_WIDTH-1:0] in [NUM_TAPS-1:0],
    output signed [DATA_WIDTH-1:0] out
);
localparam PAD_WIDTH = $clog2(NUM_TAPS);
logic signed [PAD_WIDTH+DATA_WIDTH-1:0] sum;
logic signed [DATA_WIDTH-1:0] sum_sat;
always @(*) begin
	sum = '0;
	for (integer i=0; i<NUM_TAPS; i+=1) begin
		sum += in[i];
	end  
end  
always @(*) begin
	if      (sum >= $signed(  'b1 << (DATA_WIDTH-1)))  sum_sat = $signed(~('b1 << (DATA_WIDTH-1)));
	else if (sum <  $signed(-('b1 << (DATA_WIDTH-1)))) sum_sat = $signed(  'b1 << (DATA_WIDTH-1) );
	else                                               sum_sat = $signed(sum[DATA_WIDTH-1:0]);
end  
assign out = sum_sat;
endmodule
module fir_tbp #(
    parameter DATA_WIDTH      = 5,
    parameter TAP_COEFF_WIDTH = 5,
    parameter NUM_TAPS        = 50
)(
    input                               clk,
    input                               rst,
    input  signed [DATA_WIDTH-1:0]      in,
    output signed [DATA_WIDTH-1:0]      out,
    input  signed [TAP_COEFF_WIDTH-1:0] tap_coeffs [NUM_TAPS-1:0]
);
logic signed [DATA_WIDTH-1:0] in_flopped       [NUM_TAPS-1:0];
logic signed [DATA_WIDTH-1:0] part_flopped     [NUM_TAPS-1:0];  
logic signed [DATA_WIDTH-1:0] mult_out         [NUM_TAPS-1:0];
logic signed [DATA_WIDTH-1:0] mult_out_flopped [NUM_TAPS-1:0];
logic signed [DATA_WIDTH-1:0] add_sat_out      [NUM_TAPS-2:0];
logic signed [TAP_COEFF_WIDTH-1:0] tap_coeffs_flopped [NUM_TAPS-1:0];
always @ (posedge clk or posedge rst) begin
    if (rst) begin
        for (integer i=0; i<NUM_TAPS; i+=1) begin
            tap_coeffs_flopped[i] <= '0;
            part_flopped[i]       <= '0;
            mult_out_flopped[i]   <= '0;
            in_flopped[i]         <= '0;
        end  
    end  
    else begin
        in_flopped[NUM_TAPS-1]         <= in;
        tap_coeffs_flopped[NUM_TAPS-1] <= tap_coeffs[NUM_TAPS-1];
        part_flopped[NUM_TAPS-1]       <= mult_out_flopped[NUM_TAPS-1];
        mult_out_flopped[NUM_TAPS-1]   <= mult_out[NUM_TAPS-1];
        for (integer i=0; i<NUM_TAPS-1; i+=1) begin
            tap_coeffs_flopped[i] <= tap_coeffs[i];
            mult_out_flopped[i]   <= mult_out[i];
            part_flopped[i]       <= add_sat_out[i];
            in_flopped[i]         <= in;
        end  
    end  
end  
assign out = part_flopped[0];
genvar i;
for (i=0; i<NUM_TAPS; i=i+1) begin: mult
    mult #(
        .DATA_WIDTH(DATA_WIDTH),
        .TAP_COEFF_WIDTH(TAP_COEFF_WIDTH)
    ) mult (
        .in(in_flopped[i]),
        .out(mult_out[i]),
        .tap_coeff(tap_coeffs_flopped[i])
    );
end  
for (i=0; i<NUM_TAPS-1; i=i+1) begin: add_sat
    logic signed [DATA_WIDTH-1:0] adder_in [1:0];
    assign adder_in[1] = mult_out_flopped[i];
    assign adder_in[0] = part_flopped[i+1];
    add_sat #(
        .DATA_WIDTH(DATA_WIDTH),
        .NUM_TAPS(2)
    ) add_sat (
        .in(adder_in),
        .out(add_sat_out[i])
    );
end  
endmodule
module mult #(
    parameter DATA_WIDTH      = 6,
    parameter TAP_COEFF_WIDTH = 6
)(
    input  signed [DATA_WIDTH-1:0]      in,
    output signed [DATA_WIDTH-1:0]      out,
    input  signed [TAP_COEFF_WIDTH-1:0] tap_coeff
);
logic signed [TAP_COEFF_WIDTH + DATA_WIDTH - 2 : 0] mult_out;  
assign mult_out = ($signed(in) * $signed(tap_coeff));
assign out = $signed(mult_out[TAP_COEFF_WIDTH + DATA_WIDTH - 2 : TAP_COEFF_WIDTH - 1]);
endmodule
==> ./run.sh <==
#!/bin/bash
# OpenROAD 26Q1-2900-gdf79404cd8, Yosys 0.63+post, stock flow scripts
make -C /OpenROAD-flow-scripts/flow DESIGN_CONFIG=/design/flow/config.mk WORK_HOME=/design/flow/orfs finish
==> ./config.mk <==
export PLATFORM = sky130hd
export DESIGN_NAME = fir_tbp
export DESIGN_NICKNAME = fir_tbp
export VERILOG_FILES = /design/flow/design.v
export SDC_FILE = /design/flow/constraint.sdc
export NUM_CORES = 4
export LEC_CHECK = 1
export CORE_UTILIZATION = 30
export SYNTH_HDL_FRONTEND = slang
==> ./constraint.sdc <==
current_design fir_tbp

set clk_period 20.5
set clk_io_pct 0.2

create_clock -name clk0 -period $clk_period [get_ports {clk}]

set non_clock_inputs [all_inputs -no_clocks]
set_input_delay [expr $clk_period * $clk_io_pct] -clock clk0 $non_clock_inputs
set_output_delay [expr $clk_period * $clk_io_pct] -clock clk0 [all_outputs]
==> qor.yml <==
cts:
  cts_buffers: 92
  cts_sinks: 755
  cts-root-buf: "clkbuf_16"
  cts_resized: 0
  path_clk_slew_ns: 0.06
  cts_tree: "yes"
  post-cts-setup-buffers: 0
  h-tree-depth: 3
  worstSkewPairLatency_ns: 0.73
  cts_buffer_depth: 3
  cts_hold_buf: 0
logic_synthesis:
  ys_cells: 6729
  synthArstFlopShare: 1.000
  synth-edff-count: 0
  synth_chip_area_um2: 68720
  area_leaders: "dfrtp_1 27%, fa_1 23%, ha_1 14%"
  most_common_cell: "inv_1"
  ys.flops: 755
  post_synth_num_cell_types: 26
  postSynthCellCount: 6729
  common_cells: "1352 x inv_1, 799 x fa_1, 755 x dfrtp_1"
  avgSynthCellArea_um2: 10.21
  ys_seq_share: 0.2749
  yosysTopAreaCell: "dfrtp_1"
  ys.warnings.count: 0
  ff_type: "dfrtp_1"
  syn_area_um2: 68720
  synth.top_cell.area_share: 0.2749
worst_setup_path:
  cp_num_buf_inv: 5
  cpLargestDelayFamily: "buffers and inverters"
  cp_common_cell: "buf_12"
  cp.required_ns: 21.28
  end_kind: "async pin"
  arrival_ns: 6.92
  worst_setup_path_start_kind: "input port"
  critPathKind: "input port to async pin"
  slowest_stage: "buf_4"
  cpPeakStageDelay_ns: 0.66
  crit_chain: "clkdlybuf4s50_1, clkinvlp_4, buf_12, buf_4, buf_12"
  crit_fanout: 121
final_timing:
  fin_crit_ns: 6.141
  skew_ns: 0.02907
  clock.fmax_mhz: 162.8
  setup_slack_ns: 14.36
  grt_setup_unrepaired: "false"
  fin_tns_setup_ns: 0
  fin_crit_sh: 0.2996
  setup_viol: 0
  slew_headroom: 0.4409
  drv_slew: 0
  tightest_slew_ns: 0.8299
  hold_viol_final: 0
die:
  fp_util: 0.3021
  die_h_um: 480.6
  die_area_um2: 231000
  io_pins: 262
  core-area_um2: 227500
  fp-row-count: 175
  die_w_um: 480.6
power:
  p_leak_uw: 0.03695
  power.density_nw_per_um2: 120.8
  finalPower_uw: 9429
  ir_worst_vdd_mv: 0.08616
detailed_routing:
  vias: 43280
  antenna_left: 0
  wl_per_cell_um: 13.96
  route.detailed.drc: 0
  via_per_inst: 4.299
  drt_pass1_iterations: 5
  first_iter_violations: 1493
  wl_um: 140500
global_routing:
  grt_use_total: 0.1329
  grt_overflow: 0
  grt_pass1_vias: 45950
  antenna_found_initial: 11
  grt_max_degree: 122
  grt_pass1_wl_um: 236100
finish:
  areaGrowthSynthToFinish_pct: 13.62
  fin_util: 0.3432
  layout-drive-gt1-share: 0.03432
job:
  openroad.warnings: 34
  maxCapViolCount: 0
place:
  place_ws_ns: 13.49
  port_buffers: 261
  place_congestion: 0.8644
  dp_hpwl_um: 107700
worst_hold_path:
  hold_class: "flip-flop to flip-flop"
status:
  status: "finished clean"
[logic make-up (layout without fill, tap and decap cells)]
| family | after synthesis | after routing | synth area share |
|---|---|---|---|
| AND-OR/OR-AND | 840 | 840 | 0.07003 |
| adder cells (fa/ha/maj) | 1544 | 1544 | 0.3684 |
| buffers and inverters | 1496 | 1819 | 0.08266 |
| XOR/XNOR | 647 | 647 | 0.08246 |
| flip-flops | 755 | 755 | 0.2749 |
| AND/OR/NAND/NOR | 1447 | 1447 | 0.1215 |
| other | 0 | 6 | 0 |
[sequential cells by signal, summed over array words and instances, names as in the netlist]
register,cells
add_sat.adder_in,490
tap_coeffs_flopped,250
in_flopped,5
mult_out_flopped,5
out,5
[worst paths after layout]
| path | from | to | slack (ns) | depth (start not counted) |
|---|---|---|---|---|
| worst max-delay path | rst | tap_coeffs_flopped[16] | 14.36 | 5 |
| worst min-delay path | mult_out_flopped[249] | add_sat[48].adder_in[4] | 0.34 | 0 |
| worst max register to register | in_flopped[246] | add_sat[40].adder_in[9] | 15.22 | 15 |
| worst min register to register | mult_out_flopped[249] | add_sat[48].adder_in[4] | 0.34 | 0 |
| max in group clk0 | out[2] | out[2] | 14.91 | 1 |
| min in group asynchronous | rst | add_sat[14].adder_in[7] | 3.79 | 2 |
[power breakdown]
| part | switching [µW] | leakage [µW] | internal (µW) |
|---|---|---|---|
| clock network | 679 | 0.00159 | 1040 |
| logic | 2890 | 0.0266 | 2370 |
| registers | 329 | 0.00872 | 2120 |
[per-stage QoR]
| stage | area (µm²) | instances | hold slack [ns] |
|---|---|---|---|
| after floorplan | 68720 | 6729 | 0.3312 |
| after global placement | 74840 | 9893 | 0.3330 |
| after detailed placement | 74840 | 9893 | 0.3355 |
| after CTS | 78070 | 10060 | 0.3303 |
| after global routing | 78080 | 10070 | 0.3557 |
| final | 78080 | 10070 | 0.3394 |
[cell usage in the layout, fill, tap and decap left out, types with 22 or more instances in the layout]
master and instances:
a21oi_1 346, nand4_1 50, nand2b_1 112, nand4b_1 50, clkdlybuf4s50_1 261, or2_2 36, xnor2_1 583, a21o_1 198
nand2_1 237, clkinv_2 22, dfrtp_1 750, ha_1 745, xor2_1 64, and2_1 712, fa_1 799, o21ai_0 203
nor2b_1 126, clkbuf_16 94, inv_1 1351, nand3_1 49, o211ai_1 45, buf_4 35, o21ai_1 48, nor2_1 70
[per-layer routing]
metal / GRT usage / share of wire / vias up
met3: 0.04023 / 0.067 / 154
li1: - / - / 21330
met4: 0.02941 / 0.028 / 0
met5: 0 / 0 / -
met2: 0.2073 / 0.46 / 769
met1: 0.1863 / 0.45 / 21030
[area by class of cell]
| type | instances | area, µm² |
|---|---|---|
| Fill cell | 22110 | 149400 |
| Multi-Input combinational cell | 4478 | 44150 |
| Sequential cell | 755 | 18910 |
| Inverter | 1352 | 5079 |
| Tap cell | 3009 | 3765 |
| Timing Repair Buffer | 299 | 2935 |
| Clock buffer | 111 | 2516 |
| Clock inverter | 57 | 706.9 |
| Antenna cell | 6 | 15.01 |
Power and IR drop assume default switching activity.
