`design/flow/constraint.sdc`:
```
current_design fir_transpose_pipe

set clk_period 12.3
set clk_io_pct 0.2

create_clock -name clk0 -period $clk_period [get_ports {clk}]

set non_clock_inputs [all_inputs -no_clocks]
set_input_delay [expr $clk_period * $clk_io_pct] -clock clk0 $non_clock_inputs
set_output_delay [expr $clk_period * $clk_io_pct] -clock clk0 [all_outputs]
```
`design/flow/design.v`:
```
module add_sat #(
    parameter DATA_WIDTH = 6,
    parameter NUM_TAPS   = 2
)(
    input  signed [DATA_WIDTH-1:0] in [NUM_TAPS-1:0],
    output signed [DATA_WIDTH-1:0] out
);
localparam PAD_WIDTH = $clog2(NUM_TAPS);
logic signed [PAD_WIDTH+DATA_WIDTH-1:0] sum;
logic signed [DATA_WIDTH-1:0] sum_sat;
always @(*) begin
	sum = '0;
	for (integer i=0; i<NUM_TAPS; i+=1) begin
		sum += in[i];
	end  
end  
always @(*) begin
	if      (sum >= $signed(  'b1 << (DATA_WIDTH-1)))  sum_sat = $signed(~('b1 << (DATA_WIDTH-1)));
	else if (sum <  $signed(-('b1 << (DATA_WIDTH-1)))) sum_sat = $signed(  'b1 << (DATA_WIDTH-1) );
	else                                               sum_sat = $signed(sum[DATA_WIDTH-1:0]);
end  
assign out = sum_sat;
endmodule
module fir_transpose_pipe #(
    parameter DATA_WIDTH      = 5,
    parameter TAP_COEFF_WIDTH = 5,
    parameter NUM_TAPS        = 50
)(
    input                               clk,
    input                               rst,
    input  signed [DATA_WIDTH-1:0]      in,
    output signed [DATA_WIDTH-1:0]      out,
    input  signed [TAP_COEFF_WIDTH-1:0] tap_coeffs [NUM_TAPS-1:0]
);
logic signed [DATA_WIDTH-1:0] in_flopped;
logic signed [DATA_WIDTH-1:0] part_flopped     [NUM_TAPS-1:0];  
logic signed [DATA_WIDTH-1:0] mult_out         [NUM_TAPS-1:0];
logic signed [DATA_WIDTH-1:0] mult_out_flopped [NUM_TAPS-1:0];
logic signed [DATA_WIDTH-1:0] add_sat_out      [NUM_TAPS-2:0];
logic signed [TAP_COEFF_WIDTH-1:0] tap_coeffs_flopped [NUM_TAPS-1:0];
always @ (posedge clk or posedge rst) begin
    if (rst) begin
        in_flopped  <= '0;
        for (integer i=0; i<NUM_TAPS; i+=1) begin
            tap_coeffs_flopped[i] <= '0;
            part_flopped[i]       <= '0;
            mult_out_flopped[i]   <= '0;
        end  
    end  
    else begin
        in_flopped                     <= in;
        tap_coeffs_flopped[NUM_TAPS-1] <= tap_coeffs[NUM_TAPS-1];
        part_flopped[NUM_TAPS-1]       <= mult_out_flopped[NUM_TAPS-1];
        mult_out_flopped[NUM_TAPS-1]   <= mult_out[NUM_TAPS-1];
        for (integer i=0; i<NUM_TAPS-1; i+=1) begin
            tap_coeffs_flopped[i] <= tap_coeffs[i];
            mult_out_flopped[i]   <= mult_out[i];
            part_flopped[i]       <= add_sat_out[i];
        end  
    end  
end  
assign out = part_flopped[0];
genvar i;
for (i=0; i<NUM_TAPS; i=i+1) begin: mult
    mult #(
        .DATA_WIDTH(DATA_WIDTH),
        .TAP_COEFF_WIDTH(TAP_COEFF_WIDTH)
    ) mult (
        .in(in_flopped),
        .out(mult_out[i]),
        .tap_coeff(tap_coeffs_flopped[i])
    );
end  
for (i=0; i<NUM_TAPS-1; i=i+1) begin: add_sat
    logic signed [DATA_WIDTH-1:0] adder_in [1:0];
    assign adder_in[1] = mult_out_flopped[i];
    assign adder_in[0] = part_flopped[i+1];
    add_sat #(
        .DATA_WIDTH(DATA_WIDTH),
        .NUM_TAPS(2)
    ) add_sat (
        .in(adder_in),
        .out(add_sat_out[i])
    );
end  
endmodule
module mult #(
    parameter DATA_WIDTH      = 6,
    parameter TAP_COEFF_WIDTH = 6
)(
    input  signed [DATA_WIDTH-1:0]      in,
    output signed [DATA_WIDTH-1:0]      out,
    input  signed [TAP_COEFF_WIDTH-1:0] tap_coeff
);
logic signed [TAP_COEFF_WIDTH + DATA_WIDTH - 2 : 0] mult_out;  
assign mult_out = ($signed(in) * $signed(tap_coeff));
assign out = $signed(mult_out[TAP_COEFF_WIDTH + DATA_WIDTH - 2 : TAP_COEFF_WIDTH - 1]);
endmodule
```
`design/flow/config.mk`:
```
export PLATFORM = sky130hd
export DESIGN_NAME = fir_transpose_pipe
export DESIGN_NICKNAME = fir_transpose_pipe
export VERILOG_FILES = /design/flow/design.v
export SDC_FILE = /design/flow/constraint.sdc
export NUM_CORES = 4
export LEC_CHECK = 1
export CORE_UTILIZATION = 30
export SYNTH_HDL_FRONTEND = slang
```
`design/flow/run.sh`:
```
#!/bin/bash
# OpenROAD 26Q1-2900-gdf79404cd8, Yosys 0.63+post, stock flow scripts
make -C /OpenROAD-flow-scripts/flow DESIGN_CONFIG=/design/flow/config.mk WORK_HOME=/design/flow/orfs finish
```
==> GITHUB_STEP_SUMMARY <==
### Flow metrics

| Metric | Value |
|---|---|
| Outcome | finished, final reports clean |
| Overall track demand over capacity in global routing | 13.2% |
| Layout Cell Area excl Fill | 78,300 µm² |
| Worst setup slack after placement | 6.23 ns |
| Count of max-cap constraint violations | 0 |
| Antenna violations before repair | 16 |
| Post-CTS setup buffer count | 0 |
| Overall die width | 481 µm |
| Cells resized by post-CTS repair | 0 |
| CP Data Required Time | 13.07 ns |
| Netlist Area Pre-Place | 68,700 µm² |
| Library cell contributing the largest single delay on the critical path | sky130_fd_sc_hd__buf_4 |
| Cell row count | 175 |
| Worst R2R Path Depth | 14 |
| Most instantiated cells after synthesis | 1,352 x sky130_fd_sc_hd__inv_1, 799 x sky130_fd_sc_hd__fa_1, 755 x sky130_fd_sc_hd__dfrtp_1 |
| Chip area | 231,000 µm² |
| Routed wirelength normalized by instance count | 13.8 µm |
| Layout overhead on the synthesized area | 13.9% |
| Synth area leaders | sky130_fd_sc_hd__dfrtp_1 28%, sky130_fd_sc_hd__fa_1 23%, sky130_fd_sc_hd__ha_1 14% |
| Worst setup margin | 7.17 ns |
| Number of warnings in the stage logs | 35 |
| Root Buffer Master | sky130_fd_sc_hd__clkbuf_16 |
| Floorplan Utilization | 30.2% |
| Via count of the first global-routing pass | 45.5k |
| Pin count of the biggest net entering global routing | 119 |
| Total count of max-transition violations in the final report | 0 |
| Layout cell share with drive strength beyond 1 | 3.40% |
| Endpoint of the most critical setup path | add_sat[39].adder_in[0] |
| RePlAce Congestion | 0.837 |
| Max Buffers Root-to-Sink | 3 |
| Leakage component of the power | 37.0 nW |
| Launching point of the worst reg2reg path | in_flopped[1] |
| Arr. time, crit path | 5.90 ns |
| Hold_buf cts | 0 |
| Sort of element at the end of the critical path | async pin |
| Latency at later pin | 0.74 ns |
| PwrDens | 200 nW/µm² |
| Count of library flops with an enable pin | 0 |
| Post-synthesis average cell area | 10.2 µm² |
| FFs w/ async S/R, synth | 100% |
| Number of distinct library cell variants in the gate-level netlist after synthesis | 27 |
| Number of failing hold endpoints at the final stage | 0 |
| Stage delay of the slowest cell on the critical path | 0.57 ns |
| Dominant register cell in the synthesized netlist | sky130_fd_sc_hd__dfrtp_1 |
| First-pass DRT Iterations | 4 |
| Total number of clock tree sinks | 755 |
| Reg-to-reg setup timing slack | 7.22 ns |
| Number of cells in the yosys synthesis report | 6,729 |
| Via count normalized by instance count | 4.29 |
| Most instantiated library cell after synthesis | sky130_fd_sc_hd__inv_1 |
| Kind of start point of the critical path | primary input |
| Input/output buffers | 261 |
| GRT Residual Overflow | 0 |
| Remaining DRCs | 0 |
| Total Wirelength | 139,000 µm |
| Yosys warnings | 0 |
| Floorplan core area | 227,000 µm² |
| Worst Tran Pin Value | 0.734 ns |
| Biggest area consumer among synthesized cells | sky130_fd_sc_hd__dfrtp_1 |
| Sequence of cells on the critical path | clkdlybuf4s50_1, clkinvlp_4, buf_4, buf_4, buf_12, buf_12 |
| Filler-free cell count of the finished design | 10.1k |
| Relative slew slack | 51.0% |
| Top-level I/O count | 262 |
| Synth top area share | 27.5% |
| Category of the critical setup timing path | in -> async |
| Number of routed nets with antenna violations | 0 |
| Overall via count from detail_route | 43.2k |
| Classification of the worst-slack hold path | reg -> reg |
| Maximum vdd drop | 131 µV |
| Setup repair after global routing missed its margin | false |
| Final HPWL from detailed placement | 105,000 µm |
| Reg-to-Reg End | add_sat[27].adder_in[9] |
| Iter 0 DRT Violations | 1,534 |
| Power Total | 15.7 mW |
| Largest fanout on the critical path | 118 |
| Number of synthesized register bits | 755 |
| Shortest clock period the worst path allows after layout | 5.13 ns |
| Inserted Clock Buffers | 99 |
| Setup violation total in the final timing report | 0 |
| Fin Clk Skew | 0.0591 ns |
| Seq share, synth | 27.5% |
| Cells after DPL | 9,890 |
| Clock tree from TritonCTS | built |
| Global-route wire length before repair | 236,000 µm |
| Clock transition at the register clock pins on the worst setup and hold paths after CTS | 0.06 ns |
| Upper clock frequency limit | 0.195 GHz |
| Placed instance area | 74,800 µm² |
| Die Ht | 481 µm |
| Gate Count Post-Synth | 6,729 |
| Period utilization | 41.7% |
| Chip area line of the yosys report | 68,700 µm² |
| Setup crit start | rst |
| CTS H-tree depth | 3 |
-- cells in the final DEF, fill, tap and decap left out, types with 11 or more instances in the layout --
master,synthesis,layout
sky130_fd_sc_hd__dfrtp_1,755,750
sky130_fd_sc_hd__xor2_1,64,64
sky130_fd_sc_hd__and2_1,706,706
sky130_fd_sc_hd__clkinv_2,0,11
sky130_fd_sc_hd__clkbuf_16,0,99
sky130_fd_sc_hd__inv_1,1352,1351
sky130_fd_sc_hd__o21ai_0,200,200
sky130_fd_sc_hd__clkbuf_1,111,19
sky130_fd_sc_hd__a21oi_1,346,346
sky130_fd_sc_hd__xnor2_1,583,583
sky130_fd_sc_hd__nor2_1,74,74
sky130_fd_sc_hd__nand2b_1,114,114
sky130_fd_sc_hd__nand2_1,244,243
sky130_fd_sc_hd__ha_1,745,745
sky130_fd_sc_hd__a21o_1,198,198
sky130_fd_sc_hd__clkdlybuf4s50_1,0,261
sky130_fd_sc_hd__or2_2,36,36
sky130_fd_sc_hd__clkbuf_8,0,17
sky130_fd_sc_hd__bufinv_16,0,11
sky130_fd_sc_hd__nor2b_1,122,122
sky130_fd_sc_hd__o21ai_1,49,49
sky130_fd_sc_hd__nand3_1,49,49
sky130_fd_sc_hd__fa_1,799,799
sky130_fd_sc_hd__nand4_1,50,50
sky130_fd_sc_hd__o211ai_1,47,47
sky130_fd_sc_hd__nand4b_1,50,50
sky130_fd_sc_hd__clkinvlp_4,0,12
sky130_fd_sc_hd__buf_4,1,31
-- worst max-delay path: cells and delay by family --
| kind | cells | cell delay, ns |
|---|---|---|
| buffers and inverters | 6 | 3.11 |
-- where the power goes --
part / switching (mW) / internal, mW
logic: 4.67 / 3.93
registers: 0.535 / 3.54
clock network: 1.20 / 1.82
total: 6.40 / 9.29
-- layout make-up --
cell class                      count  area (µm²)
Antenna cell                        2        5.00
Clock buffer                      135        2780
Clock inverter                     46         661
Fill cell                       22000      149000
Inverter                         1352        5080
Multi-Input combinational cell   4478       44100
Sequential cell                   755       18900
Tap cell                         3009        3760
Timing Repair Buffer              296        2930
-- per-stage QoR --
stage | hold slack (ns) | util (%) | setup TNS (ns)
final | 0.348 | 34.4 | 0
after global routing | 0.353 | 34.4 | 0
after CTS | 0.351 | 34.4 | 0
after detailed placement | 0.340 | 32.9 | 0
after global placement | 0.337 | 32.9 | 0
after floorplan | 0.331 | - | -386.03
-- state kept, by name, indices dropped and copies added (netlist names) --
signal              flops
out                     5
tap_coeffs_flopped    250
add_sat.adder_in      490
mult_out_flopped        5
in_flopped              5
-- how the worst min path moves through the flow --
stage	end	start	slack (ns)	cells after the start
CTS	add_sat[48].adder_in[3]	mult_out_flopped[248]	0.35	0
global route	add_sat[48].adder_in[3]	mult_out_flopped[248]	0.35	0
finish	add_sat[48].adder_in[3]	mult_out_flopped[248]	0.35	0
-- cells by family after synthesis --
family | after synthesis | synth area share, %
xor+xnor | 647 | 8.25
compound gates | 840 | 7.01
fa+ha+maj | 1544 | 36.9
simple gates | 1447 | 12.1
flops | 755 | 27.5
buf+inv | 1496 | 8.27
-- routing by layer --
layer / GRT usage (%) / share of wire, %
met1: 19.2 / 46
met2: 20.3 / 45
met3: 3.84 / 6.5
met4: 2.64 / 2.4
met5: 0.0414 / 0.042
Power figures rest on the tool's default switching activity, not on a simulated workload.
